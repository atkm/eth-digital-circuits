[flow/run.sh]
#!/bin/bash
# OpenROAD 26Q1-2900-gdf79404cd8, Yosys 0.63+post, stock flow scripts
make -C /OpenROAD-flow-scripts/flow DESIGN_CONFIG=/design/flow/config.mk WORK_HOME=/design/flow/orfs finish
[flow/config.mk]
export PLATFORM = sky130hd
export DESIGN_NAME = ALU
export DESIGN_NICKNAME = ALU
export VERILOG_FILES = /design/flow/design.v
export SDC_FILE = /design/flow/constraint.sdc
export NUM_CORES = 4
export LEC_CHECK = 1
export CORE_UTILIZATION = 40
[flow/constraint.sdc]
current_design ALU

set clk_period 20.5
set clk_io_pct 0.2

create_clock -name clk0 -period $clk_period

set non_clock_inputs [all_inputs -no_clocks]
set_input_delay [expr $clk_period * $clk_io_pct] -clock clk0 $non_clock_inputs
set_output_delay [expr $clk_period * $clk_io_pct] -clock clk0 [all_outputs]
[flow/design.v]
module ALU(input [31:0] a, b, input[3:0] opcode, output [31:0] out, output zero);
wire carry;
wire opcode_3, opcode_2, opcode_1, opcode_0;
assign {opcode_3, opcode_2, opcode_1, opcode_0} = opcode;
wire [31:0] arith_out;  
wire [31:0] adder_out;  
wire [31:0] arith_in;  
wire [31:0] logic_out;
assign logic_out = opcode_1 ? (opcode_0 ? ~(a|b) : a^b) : (opcode_0 ? a|b : a&b);
assign arith_in = opcode_1 ? (~b + 1) : b;
assign adder_out = a + arith_in;
assign arith_out = opcode_3 ? {31'b0, adder_out[31]} : adder_out;
assign out = opcode_2 ? logic_out : arith_out;
assign zero = !(|out);
endmodule
==> impl_table.tex <==
% Implementation results table
\begin{tabular}{lr}
\hline
Metric & Value \\
\hline
\multicolumn{2}{l}{\textbf{Place}} \\
\quad Post-placement cell count & 955 \\
\quad Area post-placement & 6065 µm² \\
\quad Number of input and output port buffers inserted & 101 \\
\quad Global placement routability congestion & 0.8964 \\
\quad Half-perimeter wire length of the detailed placement result & 11710 µm \\
\multicolumn{2}{l}{\textbf{Final timing}} \\
\quad Final-report setup violation count & 0 \\
\quad Final Slew Violations & 0 \\
\quad Normalized max-slew margin & 0.4945 \\
\quad Transition time at the pin with the least slew margin & 0.7582 ns \\
\quad Total Neg Setup Slack & 0 ns \\
\quad Part of the cycle the worst path needs & 0.6977 \\
\quad RSZ-0062 raised after global routing & no \\
\quad Final tally of hold violations & 0 \\
\quad Fmax achieved & 69.91 MHz \\
\quad Minimum period implied by the final worst setup slack & 14.30 ns \\
\multicolumn{2}{l}{\textbf{Finish}} \\
\quad Clock buffer count & 0 \\
\quad Highest-count cells in the layout ignoring fill and taps & ha\_1 (103), clkdlybuf4s50\_1 (99), inv\_1 (97), o21ai\_0 (55), nand2\_1 (54) \\
\quad Count of placed standard cells in the final layout, fillers left out & 955 \\
\quad Most frequent standard cell in the layout excluding fill and tap cells & ha\_1 \\
\quad Count of filler cells inserted in the layout & 1211 \\
\quad Number of flip-flops and latches & 0 \\
\quad FF/Latch Area & 0 µm² \\
\quad Post-Route Utilization & 0.5028 \\
\quad Post-layout instance area & 6065 µm² \\
\quad Share of layout cells above drive strength 1 & 0.01906 \\
\quad Post-synthesis to final-layout area growth & 22.03\% \\
\quad Area used by multi-input combinational logic & 4456 µm² \\
\multicolumn{2}{l}{\textbf{GRT}} \\
\quad Global-route total usage across every layer & 0.2269 \\
\quad Vias in the first global route & 4722 \\
\quad Wire length of the first global-routing pass & 23750 µm \\
\quad Antenna violations before repair & 0 \\
\quad Pin count of the biggest net entering global routing & 52 \\
\quad Global route overflow & 0 \\
\multicolumn{2}{l}{\textbf{Setup path}} \\
\quad Type of element capturing the critical path & output pin \\
\quad Type of the worst setup path & input pin to output pin \\
\quad Max FO, Critical Path & 8 \\
\quad Worst endpoint data arrival time & 10.20 ns \\
\quad Element type at the critical path start & input pin \\
\quad Critical Path RT & 16.40 ns \\
\multicolumn{2}{l}{\textbf{Worst hold path}} \\
\quad Worst Hold Class & input pin to output pin \\
\multicolumn{2}{l}{\textbf{Synth}} \\
\quad Chip Area, Yosys & 4970 µm² \\
\quad Synthesis Warnings & 0 \\
\quad Number of standard cells after synthesis & 718 \\
\quad Mean Syn Cell Area & 6.922 µm² \\
\quad Yosys cell count & 718 \\
\quad Post-synthesis instance area & 4970 µm² \\
\quad Fraction of the yosys area taken by sequential cells & 0 \\
\quad Tally of unique sky130hd cells used after synthesis & 60 \\
\multicolumn{2}{l}{\textbf{Route}} \\
\quad Via count & 5147 \\
\quad DRT antenna net count & 0 \\
\quad First-iteration detailed-routing DRC count & 205 \\
\quad Total length of routed wires & 14450 µm \\
\quad Post-DR vias/cell & 5.390 \\
\quad Length of the first detailed-routing pass in iterations & 5 \\
\quad Inserted Diodes & 0 \\
\quad DRC violation count after routing & 0 \\
\quad Detail-routed net length per standard cell & 15.13 µm \\
\multicolumn{2}{l}{\textbf{Outcome}} \\
\quad Outcome & finished, final reports clean \\
\multicolumn{2}{l}{\textbf{Floorplanning}} \\
\quad Core Box Area & 12060 µm² \\
\quad Num ports & 101 \\
\quad Die height & 113.5 µm \\
\quad Die W & 113.5 µm \\
\quad Num rows & 40 \\
\quad Die Size & 12870 µm² \\
\quad Fraction of the core area occupied by cells at floorplan & 0.4120 \\
\multicolumn{2}{l}{\textbf{Clock network}} \\
\quad Hold-fix buffer count after cts & 0 \\
\quad Cells resized by post-CTS repair & 0 \\
\quad Number of buffers added for setup after CTS & 0 \\
\multicolumn{2}{l}{\textbf{Power}} \\
\quad Power Density & 30.25 nW/µm² \\
\quad Final total power & 0.1835 mW \\
\quad VDD IR-drop max & 0.00001071 V \\
\quad P\_leak & 2.834 nW \\
\multicolumn{2}{l}{\textbf{Flow run}} \\
\quad Number of maximum-capacitance violations & 0 \\
\quad Number of warning messages in the logs & 72 \\
\hline
\end{tabular}
## power by group
group	total, mW	internal, mW	switching (mW)
logic	0.183	0.0873	0.0962
clock network	0	0	0
registers	0	0	0
## synthesized netlist by cell type (all sizes together), types with 7 or more instances
master	count	area, µm²
a21o	15	113.9
a21oi	34	170.2
buf	9	43.79
clkbuf	27	102.6
ha	103	1289
inv	97	364.1
mux2i	37	370.4
nand2	54	202.7
nand3	7	35.03
nand4	13	81.33
nor2	35	131.4
nor2b	30	187.7
o211ai	8	60.06
o21ai	57	285.3
o21bai	8	60.06
o22ai	12	75.07
o31ai	23	172.7
or3	9	56.30
or4	7	53.80
xnor2	43	376.6
xor2	13	113.9
## worst paths after layout
kind / startpoint / to / slack [ns] / cells past startpoint
setup / recovery: b[4] / zero / 6.20 / 19
hold / removal: opcode[1] / out[30] / 9.31 / 4
## critical path, stage by stage
cell	delay (ns)
clkdlybuf4s50_1	0.48
nor4_1	0.46
nand2_1	0.18
or3_1	0.44
or4_1	0.49
or3_1	0.46
o31ai_1	0.28
xnor2_1	0.16
ha_1	0.34
nand2_1	0.15
nor2_1	0.08
a211o_1	0.25
a21oi_1	0.19
xor2_1	0.19
o22ai_1	0.12
or4_2	0.66
or4_1	0.49
nor4_2	0.21
clkdlybuf4s50_1	0.49
## area by class of cell
class / instances / area share
Inverter: 98 / 0.06066
Multi-Input combinational cell: 584 / 0.7347
Tap cell: 168 / 0.03466
Timing Repair Buffer: 105 / 0.1700
## per-stage QoR
| step | hold slack (ns) | setup WS, ns |
|---|---|---|
| floorplan | 8.369 | 7.192 |
| global placement | 9.322 | 6.248 |
| detailed placement | 9.323 | 6.200 |
| CTS | 9.320 | 6.189 |
| global route | 9.416 | 5.807 |
| finish | 9.312 | 6.196 |
## logic make-up after synthesis
logic type / count (synthesis) / share of synthesized area
XOR/XNOR: 56 / 0.09869
AND/OR/NAND/NOR: 178 / 0.1840
buffers and inverters: 134 / 0.1035
multiplexers: 37 / 0.07452
AND-OR/OR-AND: 209 / 0.2759
adder cells (fa/ha/maj): 104 / 0.2633
## per-layer routing
metal,up-vias,global-route usage,wire [µm]
li1,2686,-,-
met1,2343,0.3284,7222
met2,116,0.3959,6722
met3,2,0.008121,482
met4,0,0.004386,18
met5,-,0,0
Power figures rest on the tool's default switching activity, not on a simulated workload.
