## flow/run.sh

```bash
#!/bin/bash
# OpenROAD 26Q1-2900-gdf79404cd8, Yosys 0.63+post, stock flow scripts
make -C /OpenROAD-flow-scripts/flow DESIGN_CONFIG=/design/flow/config.mk WORK_HOME=/design/flow/orfs finish
```

## flow/config.mk

```make
export PLATFORM = sky130hd
export DESIGN_NAME = clk_div
export DESIGN_NICKNAME = clk_div
export VERILOG_FILES = /design/flow/design.v
export SDC_FILE = /design/flow/constraint.sdc
export NUM_CORES = 4
export LEC_CHECK = 1
export CORE_AREA = 10 10 103 103
export DIE_AREA = 0 0 113 113
```

## flow/constraint.sdc

```tcl
current_design clk_div

set clk_period 3.5
set clk_io_pct 0.2

create_clock -name clk0 -period $clk_period [get_ports {clk}]

set non_clock_inputs [all_inputs -no_clocks]
set_input_delay [expr $clk_period * $clk_io_pct] -clock clk0 $non_clock_inputs
set_output_delay [expr $clk_period * $clk_io_pct] -clock clk0 [all_outputs]
```

## flow/design.v

```verilog
module clk_div (input clk, output reg clk_out);
reg [23:0] clk_count;
always @ (posedge clk) begin
clk_count <= clk_count + 1;
if (&clk_count) begin
clk_out <= ~clk_out;
end
end
endmodule
```

==> flow_metrics.tcl <==
# implementation run metrics
set metrics [dict create \
    crit_chain "clkdlybuf4s50_1" \
    switching_power_mw 0.0852 \
    power_frac_clock_pct 36.6 \
    peakVddDrop_mv 0.122 \
    layout_top_cell "dfxtp_1" \
    hp-class "reg -> reg" \
    grt_max_degree 15 \
    p_leak_nw 0.369 \
    grtUsageTotal_pct 1.90 \
    synth_area_leader_cell "dfxtp_1" \
    globalplace.congestion 0.709 \
    synthCells 96 \
    cts_resized 0 \
    worstSetupStartpointType "register" \
    n_antenna_cell 0 \
    maxSlewHeadroom_pct 70.2 \
    setup-violations-final 0 \
    design_area_um2 1180 \
    mostFrequentLayoutCells "24 x dfxtp_1, 17 x xnor2_1, 15 x nand3_1" \
    port_buffers 1 \
    post-route-period-util_pct 50.7 \
    cts_buffer_depth 2 \
    viasPerCell 3.13 \
    power_mw 0.450 \
    path_buffers 1 \
    synth_cell_types 18 \
    drc 0 \
    rows 33 \
    grt_pass1_vias 561 \
    htreeDepth 1 \
    path_max_fanout 2 \
    dpl.hpwl_um 948 \
    area_growth_pct 18.2 \
    cp_slowest_cell "clkdlybuf4s50_1" \
    worstSetupPathType "reg -> out" \
    ys_seq_share_pct 50.9 \
    p_comb_share_pct 0 \
    die_area_um2 12800 \
    worst_slew_pin_slew_ns 0.444 \
    antenna_found_initial 0 \
    fp_util_pct 12.1 \
    drive_gt1_share_pct 7.00 \
    swShare_pct 18.9 \
    cp.arrival_ns 1.07 \
    cts.clk_slew.worst_paths_ns 0.08 \
    cts_setup_buffers 0 \
    ys_chip_area_um2 1000 \
    cts-hold-fix-buffers 0 \
    drv_slew 0 \
    cts_num_sinks 25 \
    timing.fmax_mhz 563 \
    die_h_um 113 \
    clockRootBuffer "clkbuf_8" \
    tns_ns 0 \
    area_leaders "dfxtp_1 48%, xnor2_1 15%, nand3_1 7.5%" \
    warning_count 25 \
    cp-end-kind "primary output" \
    yosysWarnings 1 \
    pwr-share-seq_pct 63.4 \
    mappedNetlistArea_um2 1000 \
    avgSynthCellArea_um2 10.4 \
    grt_pass1_wl_um 2260 \
    cts_tree "done" \
    top_area_share_pct 47.9 \
    worstPathRequired_ns 2.80 \
    min_period_ns 1.77 \
    synth-seq-cells 25 \
    die_w_um 113 \
    io_pins 2 \
    drt-total-wl_um 1320 \
    wire_per_inst_um 6.45 \
    yosys-stat-cells 96 \
    ant_nets 0 \
    cts_buffers 3 \
    max_stage_delay_ns 0.46 \
    gr-total-overflow 0 \
    internal_power_mw 0.365 \
    rsz0062_at_grt "no" \
    fill_cells 912 \
    hold_violations 0 \
    vias 642 \
    p_per_area_nw_per_um2 380 \
    pre_cts_ws_ns 1.97 \
    maxCapViolCount 0 \
    core_um2 8300 \
    drtIter0Drc 7 \
    first_pass_iters 4 \
    layout_setup_ws_ns 1.73 \
    status "finished clean" \
    critPathTopFamily "buffers and inverters" \
    clock_skew_ns 0.00449 \
    clkLatencyLatePin_ns 0.26 \
    dpl-instance-area_um2 1140 \
]
-- path summary, 6_finish.rpt --
path / startpoint / to / slack, ns / cells after the start
worst max-delay path: clk_out / clk_out / 1.73 / 1
worst min-delay path: clk_count[0] / clk_count[0] / 0.44 / 1
worst max register to register: clk_count[0] / clk_count[22] / 1.97 / 5
worst min register to register: clk_count[0] / clk_count[0] / 0.44 / 1
-- power groups by stage --
stage     clock (mW)  combinational [mW]  sequential, mW
4_1_cts        0.172         0.000000139           0.286
5_1_grt        0.182         0.000000139           0.286
6_report       0.165         0.000000139           0.286
-- layer usage --
metal  GRT usage (%)  share of wire, %  wire length [um]
met2            2.88                39               518
met1            2.76                56               736
met3           0.267               2.9                38
met5               0                 0                 0
met4           0.508               2.2                29
-- registers in the layout, summed over array words and instances, names as in the netlist --
name       flops
clk_out        1
clk_count     24
-- final cells by class --
cell class,count,area [um2],area share [%]
Clock buffer,3,41.3,3.48
Clock inverter,1,5.00,0.422
Inverter,4,15.0,1.27
Multi-Input combinational cell,66,472,39.8
Sequential cell,25,510,43.1
Tap cell,105,131,11.1
Timing Repair Buffer,1,10.0,0.845
-- per-stage QoR --
stage / hold WS [ns] / cells / util, %
floorplan: 0.394 / 96 / -
global placement: 0.405 / 201 / 13.7
detailed placement: 0.417 / 201 / 13.7
CTS: 0.438 / 205 / 14.3
global route: 0.462 / 205 / 14.3
finish: 0.439 / 205 / 14.3
-- kinds of logic (layout without fill, tap and decap cells) --
kind of cell | after synthesis | after routing | synth area share [%]
AND/OR/NAND/NOR | 43 | 43 | 26.6
flip-flops | 25 | 25 | 50.9
XOR/XNOR | 22 | 22 | 19.2
buffers and inverters | 5 | 9 | 2.00
adder cells (fa/ha/maj) | 1 | 1 | 1.25
-- cell usage after synthesis --
master / n
inv_1: 4
and2_1: 2
xor2_1: 5
nand4_4: 1
nor4b_1: 1
dfxtp_1: 24
ha_1: 1
nand4_1: 7
and3_1: 4
buf_2: 1
nor3_1: 1
nor3_4: 1
edfxtp_1: 1
nor4_4: 1
xnor2_1: 17
nand3_1: 15
nand2_1: 5
nor2_1: 5
Power figures rest on the tool's default switching activity, not on a simulated workload.
