[flow/config.mk]
export PLATFORM = sky130hd
export DESIGN_NAME = bad_ALU
export DESIGN_NICKNAME = bad_ALU
export VERILOG_FILES = /design/flow/design.v
export SDC_FILE = /design/flow/constraint.sdc
export NUM_CORES = 4
export LEC_CHECK = 1
export CORE_UTILIZATION = 50
[flow/constraint.sdc]
current_design bad_ALU

set clk_period 18.9
set clk_io_pct 0.2

create_clock -name clk0 -period $clk_period

set non_clock_inputs [all_inputs -no_clocks]
set_input_delay [expr $clk_period * $clk_io_pct] -clock clk0 $non_clock_inputs
set_output_delay [expr $clk_period * $clk_io_pct] -clock clk0 [all_outputs]
[flow/design.v]
`timescale 1ns / 1ps
module bad_ALU(
	input[31:0] a, b, 
	input	[3:0] aluop, 
	output [31:0] result, 
	output zero
	);
   reg [31:0]		slt;       
   reg [31:0]		logicsel; 
   reg [31:0]		alu_val;					 
   reg [31:0]		diff;
   wire				ss0;
   wire 				ss1; 
   wire 				Ss2; 
   wire 				ss3;
	assign {ss3, Ss2, ss1, ss0} = aluop;	 
	always @ ( * )
	begin
		if (ss1 == 0)
			if (ss0 == 0) 
				logicsel = a & b;
			else
				logicsel = a | b;
	   else
		if (ss0 == 1)
			logicsel= ~(a | b);
		else 
			logicsel = a ^ b;
   end   
	always @ ( * )
		if (aluop == 4'b1010)
		begin
			diff <= a - b;			 
			slt <= 0;				 
			if (diff[31] == 1) 
				slt <= 1;			 
		end		
	always @ ( * )
	begin
		case (aluop)
			4'b0000 : alu_val = a + b;
			4'b0010 : alu_val = a - b;
			4'b1010 : alu_val = slt;
			default : alu_val = logicsel;
		endcase		 
	end
	assign result = alu_val; 
	assign zero = (alu_val == 32'b0) ? 1: 0;
endmodule
[flow/run.sh]
#!/bin/bash
# OpenROAD 26Q1-2900-gdf79404cd8, Yosys 0.63+post, stock flow scripts
make -C /OpenROAD-flow-scripts/flow DESIGN_CONFIG=/design/flow/config.mk WORK_HOME=/design/flow/orfs finish
==> impl_table.tex <==
% Auto-generated results table
\begin{tabular}{lr}
\hline
Metric & Value \\
\hline
\multicolumn{2}{l}{\textbf{Status}} \\
Run status & completed \\
\multicolumn{2}{l}{\textbf{Timing}} \\
Accumulated negative setup slack & 0 ns \\
Number of failing hold endpoints at the final stage & 0 \\
Final tally of max-slew violations & 0 \\
Final critical-path share of the clock period & 0.654 \\
Endpoints failing setup & 0 \\
Number of unconstrained endpoints & 2 \\
Worst-Margin Slew & 0.745 ns \\
Final min period & 12.35 ns \\
Slew Limit Headroom & 0.503 \\
Count of unclocked register or latch pins & 2 \\
RSZ-0062 raised after global routing & no \\
Upper clock frequency limit & 0.0810 GHz \\
\multicolumn{2}{l}{\textbf{Critical path}} \\
Critical path capture point type & output pin \\
Critical Setup Path Class & input port to output pin \\
Crit path arrival time & 8.57 ns \\
Crit path launch type & input port \\
Largest fanout on the critical path & 10 \\
Data required time of the worst path & 15.12 ns \\
\multicolumn{2}{l}{\textbf{Die}} \\
Site Rows & 38 \\
Die X-Extent & 109 microns \\
Die footprint & 0.0119 sq mm \\
Starting utilization of the core area & 0.521 \\
Vertical extent of the die & 109 microns \\
Placeable core region & 0.0110 sq mm \\
I/O pin cnt & 101 \\
\multicolumn{2}{l}{\textbf{Synth}} \\
Yosys Warn Count & 1 \\
Post-synthesis cell area & 0.00575 sq mm \\
Yosys stat cell total & 859 \\
Flops after synth & 2 \\
FFs w/ async S/R, synth & 0 \\
Number of distinct standard cells referenced by the synthesized netlist & 76 \\
Post-synth tally of flip-flops with integrated enable & 0 \\
Mean instance size in the synthesized netlist & 6.69 sq um \\
Top\_reg\_cell synth & dlxtn\_1 \\
Instance count of the mapped netlist & 859 \\
Post-synthesis chip area from yosys & 0.00575 sq mm \\
\multicolumn{2}{l}{\textbf{Layout}} \\
Fraction of layout cells with a size suffix above 1 & 0.0275 \\
Post-route non-filler standard cell count & 1,050 \\
Area growth, synth to finish & 17.0\% \\
Most used cells in the layout excluding fill and tap cells & ha\_1 (99), clkdlybuf4s50\_1 (99), inv\_1 (98) \\
Final non-filler cell area & 0.00672 sq mm \\
\multicolumn{2}{l}{\textbf{Min path}} \\
Hold Path Depth & 5 \\
Hold WC Path Type & input port to output pin \\
\multicolumn{2}{l}{\textbf{Global routing}} \\
Wire length of the first global-routing pass & 29.0 mm \\
Number of antenna violations at the first check in global routing & 0 \\
Final global-route overflow total & 0 \\
Total routing usage reported by global routing & 0.313 \\
Maximum number of pins on one net before global-route repair & 57 \\
Vias in the first global route & 5,642 \\
\multicolumn{2}{l}{\textbf{Detailed routing}} \\
Number of DRC markers after the initial detailed-route iteration & 544 \\
Antenna Cells & 0 \\
Via total after detailed routing & 6,504 \\
Sum of routed wire length over all layers & 18.6 mm \\
First-pass DRT Iterations & 9 \\
DRC violations left & 0 \\
Tally of nets with antenna violations remaining after routing & 0 \\
Final routed wire length divided by cell count & 17.7 microns \\
Drt via density & 6.19 \\
\multicolumn{2}{l}{\textbf{Pwr}} \\
Leakage power summed over all cells & 3.02 nW \\
Worst vdd rail ir drop & 21.7 uV \\
Pwr/cell area & 31.5 mW/mm\^{}2 \\
Total power of the final layout & 0.000212 W \\
\multicolumn{2}{l}{\textbf{Place}} \\
I/O Buffers & 101 \\
Routability cong. & 1.01 \\
Detailed placer's ending HPWL & 14.5 mm \\
DP Cell Count & 1,050 \\
Cell area after placement & 0.00672 sq mm \\
\multicolumn{2}{l}{\textbf{Clock network}} \\
Number of hold-repair buffers added at the cts stage & 0 \\
Buffer count from post-CTS setup fixing & 0 \\
\# resized after CTS & 0 \\
\multicolumn{2}{l}{\textbf{Flow run}} \\
Max-capacitance violation count & 0 \\
Tally of OpenROAD warnings & 100 \\
\hline
\end{tabular}
## synth_stat cells, types with 6 or more instances
cell type,count,area (sq um)
nand4_1,9,56.3
nand2_1,65,244
xnor2_1,46,403
clkbuf_1,28,105
o21a_1,7,52.6
nor2b_1,16,100
a211oi_1,18,135
a31oi_1,8,50.1
a21oi_1,70,350
or4_1,6,45.0
nor3_1,15,75.1
o21bai_1,7,52.6
o31ai_1,11,82.6
nand3_1,8,40.0
nor2_1,83,312
ha_1,99,1240
a2111oi_0,6,52.6
a21o_1,14,105
o21ai_0,37,185
o22ai_1,17,106
xor2_1,7,61.3
buf_2,20,100
o211ai_1,14,105
nor4_1,7,43.8
mux2i_1,30,300
inv_1,98,368
or3_1,6,37.5
## path summary, 6_finish.rpt
kind	start	end	slack, ns
setup / recovery	a[4]	zero	6.55
hold / removal	aluop[1]	result[28]	8.56
## critical path, stage by stage
cell             delay, ns
clkdlybuf4s50_1       0.51
inv_1                 0.06
ha_1                  0.51
nor2_2                0.11
a221oi_4              0.30
nand2_2               0.11
a41o_1                0.25
a311o_1               0.30
or4_1                 0.56
a2111o_1              0.41
nor4_2                0.26
nand4b_1              0.13
or4_1                 0.57
nor4_2                0.23
clkdlybuf4s50_1       0.49
## through the flow
stage | utilization | hold slack [ns] | setup slack, ns
global route | 0.609 | 8.61 | 6.35
global placement | 0.609 | 8.52 | 6.52
floorplan | - | 7.66 | 8.20
CTS | 0.609 | 8.55 | 6.53
detailed placement | 0.609 | 8.55 | 6.54
finish | 0.609 | 8.56 | 6.55
## flip-flops by register name, indices dropped and copies added (netlist names)
register	count
slt	1
diff	1
## cell type report
cell class	count	area, sq um
fillers	1012	4310
inverters	102	383
multi-input cells	698	5080
flip-flops and latches	2	30.0
well taps	140	175
repair buffers	108	1060
## per-layer routing
metal	vias up	routed length (microns)	track usage
met5	-	0	0
met4	0	353	0.0514
met3	37	1500	0.0347
met2	312	8060	0.488
met1	2984	8650	0.467
li1	3171	-	-
## logic make-up (layout without fill, tap and decap cells)
group	count (synthesis)	after routing	synth area share
adders and majority gates	101	101	0.222
muxes	31	31	0.0542
and+or+nand+nor	238	238	0.196
latches	2	2	0.00522
buffers and inverters	159	210	0.112
xor gates and xnor gates	53	53	0.0808
AOI/OAI and AO/OA	275	275	0.329
## power by group
part	internal (W)	total, W	switching, W
clock network	0	0	0
logic	0.0000934	0.000210	0.000117
registers	0.00000114	0.00000133	0.000000185
total	0.0000945	0.000212	0.000117
Power and IR drop assume default switching activity.
